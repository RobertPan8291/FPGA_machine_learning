===== ./design.v =====
// synopsys translate_off
`timescale 1 ps / 1 ps
// synopsys translate_on
module vga_address_translator(x, y, mem_address);
	parameter RESOLUTION = "320x240";
	input [((RESOLUTION == "320x240") ? (8) : (7)):0] x;
	input [((RESOLUTION == "320x240") ? (7) : (6)):0] y;
	output reg [((RESOLUTION == "320x240") ? (16) : (14)):0] mem_address;
	wire [16:0] res_320x240 = ({1'b0, y, 8'd0} + {1'b0, y, 6'd0} + {1'b0, x});
	wire [15:0] res_160x120 = ({1'b0, y, 7'd0} + {1'b0, y, 5'd0} + {1'b0, x});
	always @(*)
	begin
		if (RESOLUTION == "320x240")
			mem_address = res_320x240;
		else
			mem_address = res_160x120[14:0];
	end
endmodule
// synopsys translate_off
`timescale 1 ps / 1 ps
// synopsys translate_on
module vga_controller(	vga_clock, resetn, pixel_colour, memory_address,
		VGA_R, VGA_G, VGA_B,
		VGA_HS, VGA_VS, VGA_BLANK,
		VGA_SYNC, VGA_CLK);
	parameter BITS_PER_COLOUR_CHANNEL = 1;
	parameter MONOCHROME = "FALSE";
	parameter RESOLUTION = "320x240";
	parameter USING_DE1 = "FALSE";
	parameter C_VERT_NUM_PIXELS  = 11'd480;
	parameter C_VERT_SYNC_START  = 11'd493;
	parameter C_VERT_SYNC_END    = 11'd494;  
	parameter C_VERT_TOTAL_COUNT = 11'd525;
	parameter C_HORZ_NUM_PIXELS  = 11'd640;
	parameter C_HORZ_SYNC_START  = 11'd659;
	parameter C_HORZ_SYNC_END    = 11'd754;  
	parameter C_HORZ_TOTAL_COUNT = 11'd800;
	input vga_clock, resetn;
	input [((MONOCHROME == "TRUE") ? (BITS_PER_COLOUR_CHANNEL-1) : (BITS_PER_COLOUR_CHANNEL*3-1)):0] pixel_colour;
	output [((RESOLUTION == "320x240") ? (16) : (14)):0] memory_address;
	output reg [9:0] VGA_R;
	output reg [9:0] VGA_G;
	output reg [9:0] VGA_B;
	output reg VGA_HS;
	output reg VGA_VS;
	output reg VGA_BLANK;
	output VGA_SYNC, VGA_CLK;
	reg VGA_HS1;
	reg VGA_VS1;
	reg VGA_BLANK1;
	reg [9:0] xCounter, yCounter;
	wire xCounter_clear;
	wire yCounter_clear;
	wire vcc;
	reg [((RESOLUTION == "320x240") ? (8) : (7)):0] x;
	reg [((RESOLUTION == "320x240") ? (7) : (6)):0] y;
	assign vcc =1'b1;
	always @(posedge vga_clock or negedge resetn)
	begin
		if (!resetn)
			xCounter <= 10'd0;
		else if (xCounter_clear)
			xCounter <= 10'd0;
		else
		begin
			xCounter <= xCounter + 1'b1;
		end
	end
	assign xCounter_clear = (xCounter == (C_HORZ_TOTAL_COUNT-1));
	always @(posedge vga_clock or negedge resetn)
	begin
		if (!resetn)
			yCounter <= 10'd0;
		else if (xCounter_clear && yCounter_clear)
			yCounter <= 10'd0;
		else if (xCounter_clear)		 
			yCounter <= yCounter + 1'b1;
	end
	assign yCounter_clear = (yCounter == (C_VERT_TOTAL_COUNT-1));
	always @(*)
	begin
		if (RESOLUTION == "320x240")
		begin
			x = xCounter[9:1];
			y = yCounter[8:1];
		end
		else
		begin
			x = xCounter[9:2];
			y = yCounter[8:2];
		end
	end
	vga_address_translator controller_translator(
					.x(x), .y(y), .mem_address(memory_address) );
		defparam controller_translator.RESOLUTION = RESOLUTION;
	always @(posedge vga_clock)
	begin
		if (USING_DE1 == "TRUE")
			VGA_HS1 <= ~((xCounter >= C_HORZ_SYNC_START-2) && (xCounter <= C_HORZ_SYNC_END-2));
		else
			VGA_HS1 <= ~((xCounter >= C_HORZ_SYNC_START) && (xCounter <= C_HORZ_SYNC_END));
		VGA_VS1 <= ~((yCounter >= C_VERT_SYNC_START) && (yCounter <= C_VERT_SYNC_END));
		VGA_BLANK1 <= ((xCounter < C_HORZ_NUM_PIXELS) && (yCounter < C_VERT_NUM_PIXELS));
		VGA_HS <= VGA_HS1;
		VGA_VS <= VGA_VS1;
		VGA_BLANK <= VGA_BLANK1;
	end
	assign VGA_SYNC = vcc;
	assign VGA_CLK = vga_clock;
	integer index;
	integer sub_index;
	wire on_screen;
	assign on_screen = (USING_DE1 == "TRUE") ?
							(({1'b0, xCounter} >= 2) & ({1'b0, xCounter} < C_HORZ_NUM_PIXELS+2) & ({1'b0, yCounter} < C_VERT_NUM_PIXELS)) :
							(({1'b0, xCounter} >= 0) & ({1'b0, xCounter} < C_HORZ_NUM_PIXELS+2) & ({1'b0, yCounter} < C_VERT_NUM_PIXELS));
	always @(pixel_colour or on_screen)
	begin
		VGA_R <= 'b0;
		VGA_G <= 'b0;
		VGA_B <= 'b0;
		if (MONOCHROME == "FALSE")
		begin
			for (index = 10-BITS_PER_COLOUR_CHANNEL; index >= 0; index = index - BITS_PER_COLOUR_CHANNEL)
			begin
				for (sub_index = BITS_PER_COLOUR_CHANNEL - 1; sub_index >= 0; sub_index = sub_index - 1)
				begin
					VGA_R[sub_index+index] <= on_screen & pixel_colour[sub_index + BITS_PER_COLOUR_CHANNEL*2];
					VGA_G[sub_index+index] <= on_screen & pixel_colour[sub_index + BITS_PER_COLOUR_CHANNEL];
					VGA_B[sub_index+index] <= on_screen & pixel_colour[sub_index];
				end
			end
		end
		else
		begin
			for (index = 0; index < BITS_PER_COLOUR_CHANNEL; index = index + 1)
			begin
				VGA_R[index+10-BITS_PER_COLOUR_CHANNEL] <= on_screen & pixel_colour[index];
				VGA_G[index+10-BITS_PER_COLOUR_CHANNEL] <= on_screen & pixel_colour[index];
				VGA_B[index+10-BITS_PER_COLOUR_CHANNEL] <= on_screen & pixel_colour[index];
			end
		end
	end
endmodule

===== ./run.sh =====
#!/bin/bash
# OpenROAD 26Q1-2900-gdf79404cd8, Yosys 0.63+post, stock flow scripts
make -C /OpenROAD-flow-scripts/flow DESIGN_CONFIG=/design/flow/config.mk WORK_HOME=/design/flow/orfs finish

===== ./config.mk =====
export PLATFORM = sky130hd
export DESIGN_NAME = vga_controller
export DESIGN_NICKNAME = vga_controller
export VERILOG_FILES = /design/flow/design.v
export SDC_FILE = /design/flow/constraint.sdc
export NUM_CORES = 4
export LEC_CHECK = 1
export CORE_UTILIZATION = 30

===== ./constraint.sdc =====
current_design vga_controller

set clk_period 4.6
set clk_io_pct 0.2

create_clock -name clk0 -period $clk_period [get_ports {vga_clock}]

set non_clock_inputs [all_inputs -no_clocks]
set_input_delay [expr $clk_period * $clk_io_pct] -clock clk0 $non_clock_inputs
set_output_delay [expr $clk_period * $clk_io_pct] -clock clk0 [all_outputs]

==> Changelog: implementation <==
## Flow update

* Ys flops at 26
* Port Buffer Count at 55
* Failing checks: design-rule violations
* DR DRC count at 18
* WHS Endpoint: VGA_BLANK$_DFF_P_
* Total power draw at 0.532 mW
* Post-CTS Setup Bufs at 0
* DIE AREA at 7060 µm²
* Worst Reg-to-Reg Cells at 5
* Actual slew at the worst max-slew pin at 904 ps
* Clock power share at 51.1%
* Row cnt at 29
* Flop-to-flop setup slack at 2590 ps
* Cts hold-fix bufs at 0
* Relative slew slack at 39.6%
* Total gr overflow at 0
* Synth Warn # at 3
* Slowest stage cell, crit path: fa_1
* Min-delay src: VGA_BLANK1$_DFF_P_
* Post-synth top cells: buf_4 (36), ha_1 (22), dfrtp_1 (20)
* Final core utilization at 39.0%
* Initial DRC Count at 79
* Cell taking the most area after synthesis: dfrtp_1
* Synth Instances at 217
* Pint at 0.438 mW
* Fraction of registers with async set/reset at 76.9%
* Dpl cell area at 2390 µm²
* Vias per cell at 4.69
* CTS tree: done
* Fin Setup TNS at 0 ps
* Worst setup path class: flop to output pin
* Gp weighted congestion at 0.809
* Yosys stat area at 2020 µm²
* Via Count at 1492
* Net Sw Power at 0.0934 mW
* Io pins at 57
* Die Wd at 84.0 µm
* CP peak stage delay at 550 ps
* Clock skew at 3.88 ps
* Pwr dens at 212 nW/µm²
* Pre-Repair DR Iteration Count at 47
* Share of cells above drive strength 1 at 5.81%
* Final Hold Viols at 0
* First-pass GRT wire length at 6240 µm
* Crit path DRT at 3680 ps
* Worst Setup SP: yCounter[1]$_DFFE_PN0P_
* Clock latency on the worst-skew pair at 370 ps
* Drt wl/cell at 11.3 µm
* Post-CTS resize count at 0
* Fin crit share at 91.6%
* Largest fanout on the critical path at 6
* Post-synth EDFFs at 0
* Ys cells at 217
* Lkg Pwr at 1.14 nW
* Slew Viols, Final at 0
* Crit start category: flop
* Routed WL at 3590 µm
* CP arrival at 3290 ps
* Pin count of the biggest net entering global routing at 21
* Largest type area fraction at 24.8%
* Largest cells by area: dfrtp_1 (25%), ha_1 (14%), buf_4 (13%), dfxtp_1 (6.0%), xnor2_1 (5.2%)
* Worst Hold Class: flop to flop
* Main flop type: dfrtp_1
* Antenna cells at 0
* Worst hold stages at 0
* Period minus WS final at 4210 ps
* Status: finished with violations
* Most common cell in the netlist: buf_4
* Vias in the first global route at 1339
* WP buf/inv at 3
* Total of max-cap violations at 0
* CP cell instances: inv_1 > fa_1 > inv_1 > fa_1 > a21o_1 > o2bb2ai_1 > o41ai_1 > xnor2_1 > clkdlybuf4s50_1
* Seq pwr share at 42.8%
* Clk pin slew, worst setup/hold paths at 90 ps
* Worst r2r src: xCounter[1]$_DFF_PN0_
* Area Growth Syn to Fin at 24.2%
* Half-perimeter wire length after placement at 2720 µm
* Syn_area_per_cell at 9.29 µm²
* Fmax achieved at 0.237 GHz
* GRT Resource Usage Total at 10.9%
* FP Util at 31.4%
* Area of the mapped netlist at 2020 µm²
* Critical Path End Type: output pin
* Die height at 84.0 µm
* Final tally of setup violations at 0
* FF-to-FF End: yCounter[3]$_DFFE_PN0P_
* RSZ-0062 raised after global routing: no
* Combinational power share at 6.1%
* Number of routed nets with antenna violations at 0
* Switching Fraction at 17.6%
* Worst vdd ir at 156 µV
* Core Footprint at 6420 µm²
* Cell variety after synth at 44
* Seq share, synth at 30.8%
* Cell family with most CP delay: adder cells
* Number of antenna violations at the first check in global routing at 0
* Final Cell Area at 2500 µm²
* Tool warnings at 31
## through the flow
stage / setup slack [ps] / std cells / hold slack [ps]
detailed placement: 774 / 311 / 315
CTS: 352 / 318 / 337
finish: 387 / 318 / 335
floorplan: 1280 / 217 / 310
global placement: 813 / 311 / 313
global route: 164 / 318 / 342
## power by group through the flow
stage / clock network, mW / registers, mW / logic, mW
after CTS: 0.282 / 0.228 / 0.0335
after global routing: 0.292 / 0.228 / 0.0363
final: 0.272 / 0.228 / 0.0325
## worst reg2reg max path, delay by kind of cell (launching register included)
family | cells | cell delay, ps
and+or+nand+nor | 3 | 1070
DFF | 1 | 470
adders and majority gates | 1 | 310
AOI/OAI and AO/OA | 1 | 80
## worst max path at each step
stage | to | cells after the start
CTS | memory_address[15] | 9
global route | memory_address[15] | 9
finish | memory_address[15] | 9
## cells by family (layout without fill, tap and decap cells)
group | count (synthesis) | count (layout) | share of synthesized area, %
buffers and inverters | 54 | 78 | 16.8
XOR/XNOR | 16 | 16 | 6.95
AND/OR/NAND/NOR | 62 | 62 | 17.8
multiplexers | 4 | 4 | 2.05
adder cells (fa/ha/maj) | 24 | 24 | 15.6
AND-OR/OR-AND | 30 | 30 | 9.80
flip-flops | 26 | 26 | 30.8
other | 1 | 1 | 0.186
## flip-flops by register name, indices dropped and copies added (netlist names)
name,cells
xCounter,10
yCounter,10
VGA_BLANK,1
VGA_BLANK1,1
VGA_HS,1
VGA_HS1,1
VGA_VS,1
VGA_VS1,1
## final cells by class
cell class,count,area [µm²]
flip-flops and latches,26,621
repair buffers,56,556
multi-input cells,137,1060
fillers,629,3920
clock inverters,1,30.0
well taps,77,96.3
inverters,14,52.6
clock buffers,7,92.6
## cell usage in the layout (no fill, tap or decap), types with 3 or more instances in the layout
| cell type | count |
|---|---|
| clkdlybuf4s50_1 | 55 |
| ha_1 | 22 |
| dfrtp_1 | 20 |
| inv_1 | 14 |
| nor2_1 | 13 |
| xnor2_1 | 12 |
| nand3_1 | 10 |
| a21oi_1 | 9 |
| nand2_1 | 9 |
| dfxtp_1 | 6 |
| o21ai_0 | 6 |
| nand4_1 | 6 |
| clkbuf_8 | 6 |
| xor2_1 | 4 |
| and2_1 | 3 |
| and3_1 | 3 |
| nor3b_1 | 3 |
| mux2i_1 | 3 |
## layer usage
| layer | GRT usage (%) | wire, µm |
|---|---|---|
| met1 | 17.7 | 1840 |
| met2 | 15.3 | 1500 |
| met3 | 2.51 | 200 |
| met4 | 1.72 | 42 |
| met5 | 0 | 0 |
Power is estimated from default activity; no workload was simulated.
