==> design/flow/design.v <==
module dot(input logic clk, input logic rst_n,
           output logic slave_waitrequest, 
           input logic [3:0] slave_address,
           input logic slave_read, output logic [31:0] slave_readdata,
           input logic slave_write, input logic [31:0] slave_writedata,
           input logic master_waitrequest,
           output logic [31:0] master_address,
           output logic master_read, input logic [31:0] master_readdata, input logic master_readdatavalid,
           output logic master_write, output logic [31:0] master_writedata);
			  parameter [4:0] INIT = 5'd0,
									RECORD_W = 5'd1,
									HOLD_W= 5'd2,
									RECORD_IF = 5'd3,
									HOLD_IF = 5'd4,
									RECORD_N = 5'd5,
									HOLD_N = 5'd6,
									HOLD = 5'd7,
									START_READ_W = 5'd8,
									WAIT_FOR_STABLE_W = 5'd19,
									WAIT_READ_W = 5'd9,
									COLLECT_W = 5'd10,
									START_READ_IF = 5'd11,
									WAIT_FOR_STABLE_IF = 5'd20,
									WAIT_READ_IF = 5'd12,
									COLLECT_IF = 5'd13,
									MULTIPLY = 5'd14,
									SHIFT = 5'd15,
									INCREMENT = 5'd16,
									WAIT_TO_SEND = 5'd17,
									SEND_DATA = 5'd18;
				logic [4:0] state = INIT; 
				logic [31:0] n_word_counter;
				logic [31:0] n_word;
				logic [31:0] w_addr_reg; 
				logic [31:0] if_addr_reg; 
				logic [31:0] temp_w; 
				logic [31:0] temp_if;
				logic [31:0] temp_result;
				logic [31:0] sum; 
				logic [4:0] stable_counter; 
				logic [31:0] rounded_result;
			  always_ff @(posedge clk or negedge rst_n) begin
					if(~rst_n) begin
						state <= INIT; 
					end else begin		
						case(state)
							INIT: begin
										if(slave_write && (slave_address == 4'd0))
											state <= HOLD;
										else 
											state <= INIT;
									end
							 RECORD_W: state <= HOLD_W;
							 HOLD_W: state <= INIT;
							 RECORD_IF: state <= HOLD_IF;
							 HOLD_IF: state <= INIT;
							 RECORD_N: state <= HOLD_N;
							 HOLD_N: state <= INIT; 
							 HOLD: state <= START_READ_W; 
							 START_READ_W: state <= WAIT_FOR_STABLE_W;
							 WAIT_FOR_STABLE_W: begin 
															if(stable_counter >= 5'd30)   
																state <= WAIT_READ_W;
															else 
																state <= WAIT_FOR_STABLE_W;
													  end
							 WAIT_READ_W: begin
										if(master_readdatavalid) 
											state <= COLLECT_W;
										else 
											state <= WAIT_READ_W;
							  end
							 COLLECT_W: state <= START_READ_IF; 
							 START_READ_IF: state <= WAIT_FOR_STABLE_IF;
							 WAIT_FOR_STABLE_IF: begin 
															if(stable_counter >= 5'd30)   
																state <= WAIT_READ_IF;
															else 
																state <= WAIT_FOR_STABLE_IF;
													  end
							 WAIT_READ_IF: begin
										if(master_readdatavalid) 
											state <= COLLECT_IF;
										else 
											state <= WAIT_READ_IF;
							  end
							 COLLECT_IF: state <= MULTIPLY; 
							 MULTIPLY: state <= SHIFT;
							 SHIFT: state <= INCREMENT; 
							 INCREMENT: begin
												if(n_word_counter == n_word - 1'b1)
													state <= WAIT_TO_SEND; 
												else 
													state <= START_READ_W;			
											end
							 WAIT_TO_SEND: begin
												  if(slave_read) 
														state <= SEND_DATA;
													else 
														state <= WAIT_TO_SEND;
												end
							 SEND_DATA: state <= INIT;
						endcase
					end
				end
				always_ff @(posedge clk or negedge rst_n) begin
					if(~rst_n) begin 
						slave_waitrequest <= 1'b1;
						master_address <= 32'd0;
						master_read <= 1'b0;
						master_write <= 1'b0;
						master_writedata <= 32'd0;
						n_word_counter <= 32'd0;
						sum <= 32'd0;
					end else begin
						case (state) 
							INIT: begin
										slave_waitrequest <= 1'b0;
										master_address <= 32'd0;
										master_read <= 1'b0;
										master_write <= 1'b0;
										master_writedata <= 32'd0;
										n_word_counter <= 32'd0;
										sum <= 32'd0;	
										stable_counter <= 5'd0;	
									end
							HOLD: slave_waitrequest <= 1'b0; 
							START_READ_W: begin 
													master_read <= 1'b1;
													master_address <= w_addr_reg;
													slave_waitrequest <= 1'b1;
											  end
							WAIT_FOR_STABLE_W: begin
														stable_counter <= stable_counter + 1'b1;
													 end
							WAIT_READ_W: stable_counter <= 5'd0;
							COLLECT_W: begin
													master_read <= master_read;
										  end
							START_READ_IF: begin
													master_read <= 1'b1;
													master_address <= if_addr_reg;										
												end
							WAIT_FOR_STABLE_IF: begin
														stable_counter <= stable_counter + 1'b1;
													 end
							WAIT_READ_IF: stable_counter <= 5'd0;
							COLLECT_IF: begin
													master_read <= master_read;
											end
							INCREMENT: begin
												n_word_counter <= n_word_counter + 1'b1;
												sum <= sum + temp_result; 
										  end
							WAIT_TO_SEND: begin
												slave_readdata <= sum;
											  end
						endcase
					end	
				end
			  always_ff @(posedge clk) begin
					if((state == WAIT_READ_W) && (master_readdatavalid))
						temp_w <= master_readdata;
			  end
			  always_ff @(posedge clk) begin
					if((state == WAIT_READ_IF) && (master_readdatavalid))
						temp_if <= master_readdata;
			  end
			  always_ff @(posedge clk) begin
					if((state == INIT) && (slave_write && (slave_address == 4'd2)))
						w_addr_reg <= slave_writedata;
					else if(state == INCREMENT) 
						w_addr_reg <= w_addr_reg + 1'b1;
			  end
			  always_ff @(posedge clk) begin
					if((state == INIT) && (slave_write && (slave_address == 4'd3)))
						if_addr_reg <= slave_writedata;
					else if(state == INCREMENT) 
						if_addr_reg <= if_addr_reg + 1'b1;
			  end		
			  always_ff @(posedge clk) begin
					if((state == INIT) && (slave_write && (slave_address == 4'd5)))
						n_word <= slave_writedata;
			  end	
			  multiplier multiplier_inst(
					.a(temp_w),
					.b(temp_if),
					.result(temp_result)
				);
			 rounder rounder_inst(
					.in(sum),
					.round_32_bit(rounded_result)
			);
endmodule: dot
module multiplier(
	input [31:0] a,
	input [31:0] b,
	output logic [31:0] result
);
	logic [63:0] result_64;
   logic [63:0] product;
   logic [63:0] a_extended, b_extended;
   always_comb begin
       a_extended = {{32{a[31]}}, a};
       b_extended = {{32{b[31]}}, b};
       product = a_extended * b_extended;
       result_64[47:0] = product[63:16];
		 result_64 [63:48] = {16{product[63]}};
		 result = result_64 [31:0];
    end
endmodule
module rounder(
	input [63:0] in,
	output logic [31:0] round_32_bit
);
	 logic [63:0] rounded;
    logic [47:0] integer_part;
    logic [15:0] fractional_part;
    logic round_up;
	 assign integer_part = in[63:16];
	 assign fractional_part = in[15:0];
	 assign round_up = (fractional_part >= 16'h8000); 
	 assign rounded = {integer_part, 16'b0} + (round_up ? 64'h1_0000_0000_0000 : 64'b0);
	 assign round_32_bit = rounded[47:16]; 
endmodule
==> design/flow/run.sh <==
#!/bin/bash
# OpenROAD 26Q1-2900-gdf79404cd8, Yosys 0.63+post, stock flow scripts
make -C /OpenROAD-flow-scripts/flow DESIGN_CONFIG=/design/flow/config.mk WORK_HOME=/design/flow/orfs finish
==> design/flow/config.mk <==
export PLATFORM = sky130hd
export DESIGN_NAME = dot
export DESIGN_NICKNAME = dot
export VERILOG_FILES = /design/flow/design.v
export SDC_FILE = /design/flow/constraint.sdc
export NUM_CORES = 4
export LEC_CHECK = 1
export CORE_UTILIZATION = 40
==> design/flow/constraint.sdc <==
current_design dot

set clk_period 16.0
set clk_io_pct 0.2

create_clock -name clk0 -period $clk_period [get_ports {clk}]

set non_clock_inputs [all_inputs -no_clocks]
set_input_delay [expr $clk_period * $clk_io_pct] -clock clk0 $non_clock_inputs
set_output_delay [expr $clk_period * $clk_io_pct] -clock clk0 [all_outputs]
==> run notes <==
Notes from the flow run.

Final timing:
- The run gives the achievable clock frequency as approximately 95 MHz.
- The run puts the tightest hold margin at between 0.4 and 0.5 ns.
- The run puts the slew at the pin with the worst max-slew slack at between 0.8 and 0.9 ns.
- Post-route period utilization is reported as about two thirds.
- The run gives the final setup violation count as 0.
- Hold-check failures listed in the final report amount to 0.
- The run gives the minimum clock period as 10.56 ns.
- The run puts the number of slew-limit violations in the final report at 0.
- The run gives the setup TNS as 0 ns.
- Setup repair after global routing left no endpoint under its margin.
- The run gives the worst clock skew as 0.0434 ns.
- The run gives the relative max-transition margin as ~45%.

Die:
- The floorplan step set the die height to roughly 330 µm.
- The run gives the total I/O pin count as around 170.
- The run puts the number of placement rows at 120.
- The run puts the area of the chip at approximately 110000 µm².
- The run gives the total core area as about 110000 µm².
- The run puts the die width at around 330 µm.
- The initial utilization of the core area, before any placement, comes to about two fifths.

Pwr:
- The run gives the maximum vdd drop as 0.0969 mV.
- The run gives the static leakage as 21.7 nW.
- The report lists the power per cell area as ~46 nW/µm².

Synthesis:
- The run gives the number of distinct library cells after synthesis as about 73.
- After technology mapping, the gate count stands at ~4500.
- The synthesized design contains 197 enable-type register cells.
- Summed over its instances, the top area cell type makes up between 30% and 40% of the synthesized netlist area.
- The mapped netlist covers ~44000 µm².
- The biggest area contributor in the post-synthesis netlist is sky130_fd_sc_hd__fa_1.
- By area the synthesized netlist is led by sky130_fd_sc_hd__fa_1, sky130_fd_sc_hd__edfxtp_1, sky130_fd_sc_hd__and2_1.
- The run puts the cell count in the Yosys report at ~4500.
- Dividing the synthesized area by the synthesized cell count gives just under 10 µm².
- Counting flops and latches in the post-synthesis netlist gives about 300.
- The run puts the total of warnings raised by yosys at 3.
- The most used flip-flop cell after synthesis is sky130_fd_sc_hd__edfxtp_1.
- The run gives the area reported by Yosys stat as 43600 µm².
- The run puts the async set-reset flop share out of synthesis at 34.3%.
- For this run, the register share of the synthesized area comes to 19.5%.

Worst setup path:
- The run gives the critical setup path kind as reg2reg.
- The run puts the arrival time reported for the critical path endpoint at ~11 ns.
- STA classifies the critical path endpoint as a flip-flop.
- In this design, the stage delay of the slowest critical-path cell is 0.61 ns.
- The timing report shows the most common cell along the critical path to be sky130_fd_sc_hd__fa_1.
- The run gives the cell with the largest stage delay on the worst path as sky130_fd_sc_hd__edfxtp_1.
- The run gives the top fanout value on the critical path as 29.
- STA classifies the critical path startpoint as a flip-flop.
- Data on the critical path is required at its endpoint by approximately 16 ns.

Clock network:
- Per the CTS log, the buffer count on the longest clock path is 3.
- The tree is rooted in a sky130_fd_sc_hd__clkbuf_16.
- Looking at the clock tree report, the H-tree level count equals 2.
- The report puts the hold buffer count at CTS at 0.
- The run puts the clock-pin transition on the worst setup and hold timing paths at around 0.06 ns.
- The run gives the number of clock sinks as about 300.
- The run gives the TritonCTS clock tree as yes.
- The run puts the number of buffers inserted during clock tree synthesis at 35.
- The skew report gives the latency at the later pin of the worst-skew pair as ~0.59 ns.
- The run puts the post-cts sizing count at 0.
- Buffers added to address setup during post-CTS repair amount to 0.

Global routing:
- The run gives the total overflow reported by the global router as 0.
- The run gives the global-route total usage across every layer as between 20% and 30%.
- The run gives the initial antenna violation count as 1.
- The run puts the largest net degree at the start of global routing at ~65.
- The first global-routing pass estimated roughly 180000 µm of wire.
- The run gives the number of global-route vias before repair as 31834.

Finish:
- Cells fill 44.2% of the core in the end.
- The run puts the filler cell count in the final layout at 10054.
- The run gives the fraction of layout instances using a drive strength above 1 as approximately 3.7%.
- After routing the design area is about 48000 µm².
- The run puts the synthesis-to-finish area growth at 9.03%.

Drt:
- The run gives the routed length per placed instance as 19.0 µm.
- The run puts the via total after detailed routing at around 30000.
- The run puts the starting DRC count in detailed routing at between 1000 and 1500.
- The run gives the per-cell via count in the routed design as a little over 5.
- The run gives the remaining antenna violation count as 0.
- The run gives the total wire length after detailed routing as 113000 µm.
- The run gives the post-detailed-route DRC marker count as 0.
- The run puts the number of optimization iterations in the first detailed-route pass at 6.

Job:
- The logs give a warning total of 28.
- Per the run summary, max-cap violations total 0.

Placement:
- The run gives the weighted congestion at the end of routability-driven global placement as about 0.90.
- The run puts the sum of net half-perimeters after detailed placement at 85100 µm.
- The run puts the post-detailed-placement cell area at approximately 46000 µm².
- The buffer_ports step reported a buffer count of between 100 and 150.

Worst hold path:
- Checking hold timing, the worst path is listed with class reg2reg.

Run status:
- The flow ran to the end, and the final reports show no timing, DRC or antenna violations.
## cells in the final DEF, fill, tap and decap left out, types with 98 or more instances in the layout
| cell | synthesis | routed |
|---|---|---|
| sky130_fd_sc_hd__a21oi_1 | 98 | 98 |
| sky130_fd_sc_hd__and2_1 | 508 | 508 |
| sky130_fd_sc_hd__clkdlybuf4s50_1 | 0 | 137 |
| sky130_fd_sc_hd__dfrtp_1 | 102 | 102 |
| sky130_fd_sc_hd__edfxtp_1 | 197 | 197 |
| sky130_fd_sc_hd__fa_1 | 839 | 839 |
| sky130_fd_sc_hd__ha_1 | 201 | 201 |
| sky130_fd_sc_hd__inv_1 | 842 | 842 |
| sky130_fd_sc_hd__nand2_1 | 549 | 549 |
| sky130_fd_sc_hd__nor2_1 | 124 | 123 |
| sky130_fd_sc_hd__o21ai_0 | 112 | 112 |
| sky130_fd_sc_hd__xnor2_1 | 119 | 119 |
| sky130_fd_sc_hd__xor2_1 | 105 | 105 |
## worst paths after layout
kind / endpoint / slack, ns / start / cells past startpoint
max reg2reg: sum[30]$_DFFE_PN0P_ / 5.44 / temp_w[12]$_DFFE_PP_ / 35
min reg2reg: slave_readdata[16]$_DFFE_PP_ / 0.47 / sum[16]$_DFFE_PN0P_ / 0
max in group asynchronous: sum[7]$_DFFE_PN0P_ / 11.86 / rst_n / 3
max: sum[30]$_DFFE_PN0P_ / 5.44 / temp_w[12]$_DFFE_PP_ / 35
min in group asynchronous: master_address[23]$_DFFE_PN0P_ / 2.54 / rst_n / 1
min: slave_readdata[16]$_DFFE_PP_ / 0.47 / sum[16]$_DFFE_PN0P_ / 0
## Yosys cell counts, drive strengths merged, types with 3 or more instances
| cell | count |
|---|---|
| nand3 | 60 |
| a222oi | 32 |
| a21oi | 98 |
| o21bai | 8 |
| buf | 38 |
| o21ai | 112 |
| or4 | 3 |
| clkbuf | 218 |
| and4 | 10 |
| a211o | 6 |
| nand3b | 7 |
| dfrtp | 102 |
| a31oi | 7 |
| mux2 | 3 |
| nand2b | 21 |
| a311o | 3 |
| ha | 201 |
| mux2i | 4 |
| o21a | 13 |
| a21o | 32 |
| nand4 | 22 |
| nor3 | 34 |
| and3 | 18 |
| or2 | 6 |
| nor2b | 23 |
| or3 | 16 |
| o221ai | 3 |
| edfxtp | 197 |
| nor4 | 18 |
| nor2 | 124 |
| a211oi | 5 |
| and2 | 509 |
| nand2 | 549 |
| o211ai | 6 |
| inv | 842 |
| xnor2 | 119 |
| xor2 | 105 |
| fa | 839 |
| a22o | 3 |
| a221oi | 3 |
## routing by layer
metal	GRT usage (%)	routed length, µm
met5	0.521	58
met4	4.59	3060
met3	7.88	9890
met2	36.3	55200
met1	31.7	44500
## layout make-up
cell class,instances,area (µm²),area share (%)
timing repair buffer,221,2000,4.21
clock inverter,20,166,0.350
antenna,2,5.00,0.0105
multi-input combinational,3089,31000,65.3
inverter,842,3160,6.65
clock buffer,44,930,1.96
tap,1403,1760,3.69
sequential,300,8490,17.9
## power by group
part	internal [mW]	switching, mW
combinational	0.234	0.194
sequential	0.908	0.0786
clock	0.436	0.351
total	1.58	0.624
## kinds of logic (layout without fill, tap and decap cells)
logic type      Yosys count  in the layout  share of synthesized area (%)
simple gates           1428           1428                           16.6
buf+inv                1098           1127                           9.75
fa+ha+maj              1040           1040                           44.3
compound gates          357            357                           5.24
flops                   300            300                           19.5
xor+xnor                224            224                           4.50
mux                       7              7                          0.169
other cells               1             35                        0.00860
## per-stage QoR
step | std cells | power (mW) | setup slack (ns)
finish | 5921 | 2.20 | 5.44
global route | 5919 | 2.32 | 4.65
detailed placement | 5855 | 1.43 | 5.55
global placement | 5855 | 1.43 | 5.58
floorplan | 4487 | 1.24 | 7.18
CTS | 5919 | 2.23 | 5.50
## critical path, delay by kind of cell (launching register included)
kind	cells	cell delay (ns)
AOI/OAI and AO/OA	12	3.42
xor gates and xnor gates	2	0.30
adders and majority gates	10	4.36
buffers and inverters	5	0.66
DFF	1	0.61
and+or+nand+nor	6	1.02
Power and IR drop assume default switching activity.
