==> design.v <==
module wordcopy(input logic clk, input logic rst_n,
                output logic slave_waitrequest,
                input logic [3:0] slave_address,
                input logic slave_read, output logic [31:0] slave_readdata,
                input logic slave_write, input logic [31:0] slave_writedata,
                input logic master_waitrequest,
                output logic [31:0] master_address,
                output logic master_read, input logic [31:0] master_readdata, input logic master_readdatavalid,
                output logic master_write, output logic [31:0] master_writedata);
	parameter [4:0] INIT = 5'b00000,
						 RECORD_DST = 5'b00001,
						 HOLD_DST = 5'b00010,
						 RECORD_SRC = 5'b00011,
						 HOLD_SRC = 5'b00100,
						 RECORD_N = 5'b00101,
						 HOLD_N = 5'b00110,
						 START_READ = 5'b00111,
						 WAIT_READ = 5'b01000,
						 COLLECT = 5'b01001,
						 SEND_DATA = 5'b01010,
						 INCREMENT = 5'b01011;				 
	logic [4:0] state = INIT; 
	logic [31:0] n_word_counter;
	logic [31:0] n_word;
	logic [31:0] dst_addr_reg;
	logic [31:0] src_addr_reg;
	logic [31:0] data_to_copy;
	always_ff @(posedge clk or posedge rst_n) begin
		if(rst_n) begin
			state <= INIT; 
		end else begin
			case(state) 
				INIT: begin
							if(slave_write && (slave_address == 4'd1))
								state <= RECORD_DST;
							else
								state <= INIT;
						end
				RECORD_DST: state <= HOLD_DST;
				HOLD_DST: begin
							if(slave_write &&  (slave_address == 4'd2))
								state <= RECORD_SRC;
							else
								state <= HOLD_DST;							
						end
				RECORD_SRC: state <= HOLD_SRC;
				HOLD_SRC: begin
							if(slave_write &&  (slave_address == 4'd3))
								state <= RECORD_N;
							else
								state <= HOLD_SRC;							
						end		
				RECORD_N: state <= HOLD_N; 
				HOLD_N: begin
							if(slave_write &&  (slave_address == 4'd0))
								state <= START_READ;
							else
								state <= HOLD_N;							
						end	
			   START_READ: state <= WAIT_READ;
				WAIT_READ: begin
								if(master_readdatavalid && ~master_waitrequest) 
									state <= COLLECT;
								else 
									state <= WAIT_READ;
							  end
				COLLECT: state <= SEND_DATA; 
				SEND_DATA: begin
								 if(~master_waitrequest) 
									state <= INCREMENT;
								 else
									state <= SEND_DATA;
							  end
				INCREMENT: begin
								 if(n_word_counter == n_word - 1'b1)
									state <= INIT; 
								 else 
									state <= START_READ;
							  end
		   endcase   
		end
	end
	always_ff @(posedge clk or posedge rst_n) begin
		if(rst_n) begin 
			slave_waitrequest <= 1'b1;
			master_address <= 32'd0;
			master_read <= 1'b0;
			master_write <= 1'b0;
			master_writedata <= 32'd0;
			n_word_counter <= 32'd0;
		end else begin
			case (state) 
				INIT: begin 
							slave_waitrequest <= 1'b1;
							master_address <= 32'd0;
							master_read <= 1'b0;
							master_write <= 1'b0;
							master_writedata <= 32'd0;
							n_word_counter <= 32'd0;
							if(state == RECORD_DST)
								dst_addr_reg <= slave_writedata;
						end
				RECORD_DST: begin 
									dst_addr_reg <= slave_writedata;
									slave_waitrequest <= 1'b0;
								end
				HOLD_DST: slave_waitrequest <= 1'b1;
				RECORD_SRC: begin
									src_addr_reg <= slave_writedata; 
									slave_waitrequest <= 1'b0;
								end
				HOLD_SRC: slave_waitrequest <= 1'b1;
				RECORD_N: begin
									n_word <= slave_writedata;
									slave_waitrequest <= 1'b0;
							 end
				HOLD_N: slave_waitrequest <= 1'b1;	
				START_READ: begin
									master_read <= 1'b1;
									master_address <= src_addr_reg;
									slave_waitrequest <= 1'b0;
								end
				COLLECT: begin
									data_to_copy <= master_readdata;
									master_read <= 1'b0;
									master_address <= 32'd0;
							end
				SEND_DATA: begin
									master_write <= 1'b1;
									master_address <= dst_addr_reg;
									master_writedata <= data_to_copy;
							  end			
				INCREMENT: 	begin 
									master_write <= 1'b0; 
									n_word_counter <= n_word_counter + 1'b1;
									src_addr_reg <= src_addr_reg + 1'b1;
									dst_addr_reg <= dst_addr_reg + 1'b1;
								end
			endcase
		end
	end
endmodule: wordcopy
==> run.sh <==
#!/bin/bash
# OpenROAD 26Q1-2900-gdf79404cd8, Yosys 0.63+post, stock flow scripts
make -C /OpenROAD-flow-scripts/flow DESIGN_CONFIG=/design/flow/config.mk WORK_HOME=/design/flow/orfs finish
==> config.mk <==
export PLATFORM = sky130hd
export DESIGN_NAME = wordcopy
export DESIGN_NICKNAME = wordcopy
export VERILOG_FILES = /design/flow/design.v
export SDC_FILE = /design/flow/constraint.sdc
export NUM_CORES = 4
export LEC_CHECK = 1
export CORE_UTILIZATION = 50
==> constraint.sdc <==
current_design wordcopy

set clk_period 12.3
set clk_io_pct 0.2

create_clock -name clk0 -period $clk_period [get_ports {clk}]

set non_clock_inputs [all_inputs -no_clocks]
set_input_delay [expr $clk_period * $clk_io_pct] -clock clk0 $non_clock_inputs
set_output_delay [expr $clk_period * $clk_io_pct] -clock clk0 [all_outputs]
==> ci_impl_report.md <==
## PnR job results

| Metric | Value |
|---|---|
| DR WL/cell | between 15 and 20 microns |
| CP Capture Point | data_to_copy[21] |
| Max Fclk | 248 MHz |
| Int Power | 0.00131 W |
| Layout cell share with drive strength beyond 1 | around 6.3% |
| Minimum clock period | between 4 and 5 ns |
| Synthesized area | roughly 11000 sq um |
| Gpl congestion | roughly 0.93 |
| Detailed-route DRC error count | 0 |
| Synth flops | 231 |
| Sw Share | roughly 21% |
| Slowest CP cell | inv_4 |
| Final wirelength | about 26000 microns |
| Die W | between 150 and 200 microns |
| Yosys Instances | 1058 |
| OpenROAD warnings | 30 |
| Filler Cells Inserted | 1771 |
| P_sw | 0.000342 W |
| Post_cts resized | 0 |
| First-pass GRT wire length | around 43000 microns |
| Clock share of power | between 40 and 50% |
| Clock Tree Buf Depth | 3 |
| CTS tree | done |
| Outcome | finished, final reports clean |
| Logic area | around 4700 sq um |
| Crit. path cell count | 4 |
| Tcrit/Tclk final | about 33% |
| Most used flip-flop cell | edfxtp_1 |
| Ant. Diodes | 0 |
| Reg2Reg Depth | 8 |
| Fin. Hold Viols | 0 |
| Vias per cell | 5.61 |
| Crit. End Element | register |
| Delay of the slowest critical-path stage | about 0.56 ns |
| Post-Route Utilization | 62.7% |
| Syn_area_per_cell | 10.8 sq um |
| Vias in the first global route | between 7000 and 8000 |
| Sinks on Clock Net | ~230 |
| Most instantiated cells after synthesis | edfxtp_1 (128), nand2_1 (110), dfrtp_1 (102), nor2_1 (84), a21oi_1 (69) |
| Total I/O pin count | roughly 170 |
| Worst Path Required | about 13 ns |
| Reg2reg start | n_word[5] |
| CTS Buf Count | 26 |
| Sequential power share | around 50% |
| H-tree levels | 1 |
| Port Buf Inserts | 139 |
| 1st-iter DRT viols | around 560 |
| Power per cell area | 119 nW/um^2 |
| Total GRT Usage | ~25% |
| Clock Latency Late Sink | around 0.55 ns |
| Hpwl dp | 18400 microns |
| Count of library flops with an enable pin | between 100 and 150 |
| RSZ-0062 raised after global routing | false |
| Comb pwr share | 3.2% |
| Rows | 54 |
| RR Endpoint | state[2] |
| Die Height | 153 microns |
| Slew Limit Headroom | a little under half |
| Largest fanout on the critical path | between 50 and 60 |
| Pre-antenna DRT Iters | 5 |
| Floorplan Utilization | between 50% and 60% |
| Max-area cell share | 33.6% |
| Area growth syn-to-layout | 21.2% |
| Worst path arrival time | about 4.2 ns |
| Top cells by area | edfxtp_1 (34%), dfrtp_1 (22%), xor2_1 (3.8%) |
| Post-CTS setup buffer count | 0 |
| Crit-path cells | clkdlybuf4s50_1, inv_4, and4_1, buf_4 |
| Placeable Area | 22100 sq um |
| Setup_tns | 0 ns |
| R2r setup slk | roughly 8.8 ns |
| Via total after detailed routing | around 8300 |
| Clock tree root driver cell | clkbuf_16 |
| LEAKAGE | between 5 and 6 nW |
| Worst Skew | about 0.016 ns |
| Post-synth top area cell | edfxtp_1 |
| Sequential cell area | 6420 sq um |
| Critical Path Source Type | primary input |
| Pins Over Slew Limit | 0 |
| Synth warn | 33 |
| Initial antenna violation count | 0 |
| Slew at the pin closest to its max-slew limit | 0.795 ns |
| Worst-path clk slew | around 0.060 ns |
| Cells after Synth | roughly 1100 |
| Ys async rst share | 44.6% |
| Class of the most critical setup path | primary input to register |
| Chip area | around 23000 sq um |
| VDD IR max | ~0.12 mV |
| GRT overflow | 0 |
| Pin count of the biggest net entering global routing | just over 80 |
| CP top delay family | buffers and inverters |
| Yosys top cell by instances | edfxtp_1 |
| Hold-fix buffers, CTS | 0 |
| Setup violations, final | 0 |
| Seq share, synth | about 56% |
| Cell variety after synth | 64 |
| Max cap viols | 0 |
| Hold/Removal Path Class | register to register |
| Worst setup path start | rst_n |
| Buf/Inv on CP | 3 |
| Post-route ant nets | 0 |
| Post-synth area from yosys stat | about 11000 sq um |
-- layout by cell type (no fill, tap or decap), drive strengths merged, types with 5 or more instances in the layout --
cell type	count
o21ai	62
o211ai	9
and4	9
conb	32
nor3b	5
or3	8
nand3	50
nor2	84
nor4	11
a22oi	33
xor2	50
xnor2	39
clkinv	5
a22o	33
nand3b	6
ha	8
nor2b	7
and3	12
dfrtp	102
nor3	22
clkdlybuf4s50	139
a31oi	5
inv	14
nand4	24
o31ai	7
a21oi	69
nor4b	5
edfxtp	128
clkbuf	35
mux2i	15
nand2	110
buf	10
-- cells by family after synthesis --
logic type	synth area share, %
AND/OR/NAND/NOR	16.9
AND-OR/OR-AND	13.4
multiplexers	1.71
buffers and inverters	4.07
other	0.0328
adder cells (fa/ha/maj)	0.875
XOR/XNOR	6.82
flip-flops	56.2
-- cell type report --
class / count / area share (%)
Sequential cell: 231 / 46.3
Multi-Input combinational cell: 766 / 33.9
Timing Repair Buffer: 149 / 10.6
Clock buffer: 35 / 5.23
Tap cell: 280 / 2.53
Clock inverter: 11 / 1.08
Inverter: 12 / 0.343
-- layer usage --
layer,up-vias,wire (microns),track usage [%],part of all wire [%]
met5,-,0,0,0
met4,0,733,5.58,2.8
li1,4099,-,-,-
met2,248,11200,33.3,42
met3,38,2050,6.76,7.8
met1,3935,12500,43.2,47
-- worst min-delay path by stage --
stage	from	to	slack [ns]	depth (start not counted)
after CTS	data_to_copy[9]	master_writedata[9]	0.46	1
after global routing	data_to_copy[14]	master_writedata[14]	0.47	1
final	data_to_copy[25]	master_writedata[25]	0.46	1
-- power by group through the flow --
stage      logic, W  registers [W]  clock network (W)
4_1_cts   0.0000543       0.000822           0.000795
5_1_grt   0.0000600       0.000822           0.000823
6_report  0.0000533       0.000822           0.000774
-- per-stage QoR --
step / total power, W / instances / setup slack (ns) / area [sq um] / hold slack (ns)
floorplan: 0.000862 / 1089 / 6.17 / 11600 / 0.426
global placement: 0.000891 / 1438 / 7.66 / 13000 / 0.451
detailed placement: 0.000892 / 1438 / 7.66 / 13000 / 0.460
CTS: 0.00167 / 1484 / 8.24 / 13900 / 0.459
global route: 0.00171 / 1484 / 8.09 / 13900 / 0.471
finish: 0.00165 / 1484 / 8.27 / 13900 / 0.463
Power and IR drop assume default switching activity.
